File: ./config.mk
export PLATFORM = sky130hd
export DESIGN_NAME = E_lock
export DESIGN_NICKNAME = E_lock
export VERILOG_FILES = /design/flow/design.v
export SDC_FILE = /design/flow/constraint.sdc
export NUM_CORES = 4
export LEC_CHECK = 1
export CORE_UTILIZATION = 30
File: ./run.sh
#!/bin/bash
# OpenROAD 26Q1-2900-gdf79404cd8, Yosys 0.63+post, stock flow scripts
make -C /OpenROAD-flow-scripts/flow DESIGN_CONFIG=/design/flow/config.mk WORK_HOME=/design/flow/orfs finish
File: ./design.v
module E_lock (
    clk, reset, reset_in, B0_in, B1_in, sel, LED, Digital
);
    input clk;
    input reset;
    input reset_in;
    input B0_in;
    input B1_in;
    output sel;
    output LED;
    output [6:0] Digital;
    wire [2:0] state;
    assign sel = 1;
    button_unit reset_inst (.clk(clk), .reset(reset), .ButtonIn(reset_in), .ButtonOut(reset_s));
    button_unit B0_inst    (.clk(clk), .reset(reset), .ButtonIn(B0_in),    .ButtonOut(B0));
    button_unit B1_inst    (.clk(clk), .reset(reset), .ButtonIn(B1_in),    .ButtonOut(B1));
    FSM         fsm_inst   (.clk(clk), .reset(reset), .B0(B0), .B1(B1), .reset_s(reset_s), .state(state), .out(LED));
    dorcodor    dor_inst   (.din(state), .HEX(Digital));
endmodule
module FSM(clk, reset, B0, B1, reset_s, state, out);
    input clk, reset;
    input B0, B1, reset_s;
    output out;
    output reg [2:0] state;
    reg [2:0] next_state;
    always @(posedge clk) begin  
        if (reset_s) begin
            state <= 3'b000;
        end
        if (B0) begin
            case (state)
                3'b000: state <= 3'b001;
                3'b001: state <= 3'b000;
                3'b010: state <= 3'b011;
                3'b011: state <= 3'b001;
                3'b100: state <= 3'b011;
                3'b101: state <= 3'b001;
                default: state <= 3'b000;
            endcase
        end
        if (B1) begin
            case (state)
                3'b000: state <= 3'b000;
                3'b001: state <= 3'b010;
                3'b010: state <= 3'b000;
                3'b011: state <= 3'b100;
                3'b100: state <= 3'b101;
                3'b101: state <= 3'b000;
                default: state <= 3'b000;
            endcase
        end
    end
    assign out = (state == 3'b101) ? 1 : 0; 
endmodule
module button_unit (clk, reset, ButtonIn, ButtonOut);
    input clk, reset;
    input ButtonIn;
    output ButtonOut;
    wire synch_d1, synch_out;
    wire time_clr, time_done;
    wire out_c, out_and;
    dffr U1(.clk(clk), .d(ButtonIn),
            .r(0), .q(synch_d1));
    dffr U2(.clk(clk), .d(synch_d1),
            .r(0), .q(synch_out));
    counter_n #(.n(1000000), .counter_bits(21)) U3(
                .clk(clk), .en(1),
                .r(0), .q(), .co(pulse1KHz));
    diner U4(.clk(clk), .en(pulse1KHz),
             .time_clr(time_clr), .time_done(time_done));
    control_button U5(.clk(clk), .in(synch_out), .reset(reset),
               .time_clr(time_clr), .time_done(time_done), .out(out_c));
    dffr U6(.clk(clk), .d(out_c), .r(0), .q(out_and));
    assign ButtonOut = ((!out_and) & out_c);
endmodule
module control_button(clk, in, reset, time_done, out, time_clr);
    input clk, in, reset, time_done;
    output reg out;
    output reg time_clr;
    reg [1:0] state;
    always @(posedge clk) begin
        if (reset) begin
            time_clr = 1;
            state <= 2'b00;
            out <= 0;
        end else begin
            case (state)
                2'b00: begin
                    if (in) begin
                        time_clr = 0;
                        state <= 2'b01;
                        out <= 1;
                    end
                end
                2'b01: begin
                    if (time_done) begin
                        time_clr = 1;
                        state <= 2'b10;
                        out <= 1;
                    end 
                end
                2'b10: begin
                    if (!in) begin
                        time_clr = 0;
                        state <= 2'b11;
                        out <= 1;
                    end
                end
                2'b11: begin
                    if (time_done) begin
                        time_clr = 1;
                        state <= 2'b00;
                        out <= 0;
                    end
                end
            endcase
        end
    end
endmodule
module counter_n(clk,en,r,q,co);
  parameter  n=2;  
  parameter  counter_bits=1;
  input   clk,en,r ;
  output  co;
  output [counter_bits-1:0]  q;
  reg [counter_bits-1:0]  q=0;
  assign  co=(q==(n-1)) && en;
  always @(posedge clk) 
  begin
      if(r) q=0;
	  else if(en) 
	          begin	 
                if(q==(n-1))  q=0 ;
                else q=q+1;		 
              end
  end
endmodule
module dffr (clk, d, r, q);
    parameter n = 1;
    input r, clk;
    input [n-1:0] d;
    output [n-1:0] q;
    reg [n-1:0] q;
    always @(posedge clk) begin
        if(r) q = {n{1'b0}};
        else q = d;
    end
endmodule
module diner (clk, en, time_clr, time_done);
    input clk, en, time_clr;
    output time_done;
    reg [3:0] q = 0;
    assign time_done = (q==10);
    always @(posedge clk) begin
        if (time_clr) q = 0;
        else if(en) q = q + 1;
        else q = q;
    end
endmodule
module dorcodor(din, HEX);
 input [2:0] din;
 output reg [6:0] HEX;
 always @* begin
	  case (din)
			3'b000 : HEX = ~7'b1000000;
			3'b001 : HEX = ~7'b1111001;
			3'b010 : HEX = ~7'b0100100;
			3'b011 : HEX = ~7'b0110000;
			3'b100 : HEX = ~7'b0011001;
			3'b101 : HEX = ~7'b0010010;
			3'b110 : HEX = ~7'b0000010;
			3'b111 : HEX = ~7'b1111000;
			default: HEX = ~7'b0000000;
	  endcase
 end
endmodule
File: ./constraint.sdc
current_design E_lock

set clk_period 5.2
set clk_io_pct 0.2

create_clock -name clk0 -period $clk_period [get_ports {clk}]

set non_clock_inputs [all_inputs -no_clocks]
set_input_delay [expr $clk_period * $clk_io_pct] -clock clk0 $non_clock_inputs
set_output_delay [expr $clk_period * $clk_io_pct] -clock clk0 [all_outputs]
==> metrics.csv <==
stage,metric,value,unit
outcome,outcome,completed,
synthesis,"Chip Area, Yosys",4860,um2
placement,dpl cell area,5200,um2
synthesis,main flop type,dfxtp_1,
detailed_routing,routed length per instance,11.1,um
pwr,Power Dens Cells,336,nW/um2
clock_network,CTS sink cnt,112,
timing,Final Skew,6.70,ps
synthesis,"Distinct cells, synth",47,
worst_setup_path,Worst R2R End,reset_inst.U4.q[0],
worst_setup_path,reg2reg setup slack,2960,ps
detailed_routing,Residual DRC,0,
placement,count of buffers from port buffering,12,
synthesis,sequential area share after synthesis,46.8,%
synthesis,Synth Cell Area,4860,um2
synthesis,Synth Instances,519,
worst_setup_path,WP data arrival,1610,ps
global_routing,global-route wire length before repair,14.5,mm
worst_setup_path,CP required,4160,ps
timing,Max Slew Vio Count,0,
worst_setup_path,worst setup path class,reg2out,
timing,Slew headroom,47.8,%
final_layout,area delta synth->final,14.2,%
synthesis,mux share,2.50,%
worst_setup_path,Critical Path Start,fsm_inst.state[1],
clock_network,TritonCTS clock tree,built,
worst_setup_path,Reg2Reg Depth,4,
timing,RSZ-0062 raised after global routing,false,
global_routing,vias in the first global route,3296,
synthesis,most numerous cell in the Yosys netlist,dfxtp_1,
placement,gp weighted congestion,0.826,
synthesis,Synth async-reset ratio,0,%
synthesis,Syn Area/Cell,9.36,um2
floorplan,row count,46,
clock_network,setup bufs post-CTS,0,
timing,setup TNS,0,ps
synthesis,Yosys Instances,519,
clock_network,htree depth,3,
clock_network,Longest Clk Path Bufs,2,
worst_setup_path,RR Startpoint,reset_inst.U3.q[15],
pwr,leakage,2.07,nW
timing,WHS,329,ps
floorplan,Die Wd,129,um
synthesis,Simple-Gate Area Share,26.0,%
detailed_routing,DR pass1 iterations,4,
clock_network,Num CTS Buffers,9,
final_layout,"non-filler cells, final",751,
floorplan,core area,15800,um2
synthesis,Top logic family,simple AND/OR/NAND/NOR gates,
worst_setup_path,Critical Path Fanout Max,9,
global_routing,initial antenna violation count,0,
clock_network,clk root buf,clkbuf_16,
timing,fmax,377,MHz
floorplan,Die Ht,129,um
clock_network,hold_buf cts,0,
floorplan,initial core utilization,30.7,%
timing,fin crit share,51.0,%
detailed_routing,routed wire length,8.31,mm
worst_setup_path,CP peak stage delay,500,ps
worst_setup_path,CP cell instances,nor2b_1 > and2_1 > clkdlybuf4s50_1,
detailed_routing,via/cell ratio,4.85,
timing,post-layout min period,2650,ps
global_routing,largest net degree at the start of global routing,22,
worst_setup_path,Worst Setup EP,LED,
synthesis,Post-synth regs,112,
clock_network,Worst-path clk slew,70,ps
global_routing,grt total ovfl,0,
synthesis,dominant cell type by area after synthesis,dfxtp_1,
placement,post-DP HPWL,5.70,mm
detailed_routing,post-route ant nets,0,
floorplan,Die Area,16700,um2
clock_network,post-CTS sizing,0,
floorplan,num ports,14,
synthesis,synth warn,15,
synthesis,yosys xor share,7.94,%
synthesis,"EDFF count, synth",3,
flow_run,Max-Cap Viols,0,
min_path,Hold Path Class,reg2reg,
placement,dpl cells,735,
timing,Worst-Margin Slew,781,ps
final_layout,layout cell share with drive strength beyond 1,5.79,%
synthesis,Area leader share,44.9,%
worst_setup_path,CP max stage cell,edfxtp_1,
pwr,maximum vdd ir drop,0.165,mV
worst_setup_path,CP startpoint kind,flop,
flow_run,tool warnings,32,
global_routing,gr usage total,10.5,%
detailed_routing,Iteration-0 DRC Markers,185,
synthesis,top cells by count,"dfxtp_1, nor2_1, nand2_1",
timing,Finish-stage setup viols,0,
detailed_routing,n_diodes,0,
final_layout,final instance area,5540,um2
synthesis,Synth area leaders,"dfxtp_1, xnor2_1, xor2_1",
synthesis,Adders+Majority by Area,3.61,%
synthesis,AO/OA Area Share,10.6,%
worst_setup_path,Critical Path End Type,output pin,
clock_network,clk latency late pin,340,ps
timing,final hold violation count,0,
detailed_routing,via count,3642,
## worst max-delay path, delay by kind of cell (launching register included)
family	cells	cell delay (ps)
flip-flops	1	500
buffers and inverters	1	450
AND/OR/NAND/NOR	2	320
## through the flow
step | utilization, % | power, mW | setup slack, ps
2_1_floorplan | - | 1.04 | 3100
3_3_place_gp | 32.9 | 1.10 | 2800
3_5_place_dp | 32.9 | 1.11 | 2810
4_1_cts | 35.0 | 1.89 | 2530
5_1_grt | 35.0 | 1.96 | 2480
6_report | 35.0 | 1.86 | 2550
## power breakdown
| part | switching, mW | leakage, nW | internal, mW | total, mW |
|---|---|---|---|---|
| clock network | 0.293 | 0.164 | 0.485 | 0.778 |
| registers | 0.0297 | 0.918 | 0.906 | 0.935 |
| logic | 0.0608 | 0.984 | 0.0905 | 0.151 |
| total | 0.383 | 2.07 | 1.48 | 1.86 |
## registers in the layout (all words and copies together), names as in the netlist, 3 cells and up
register,flops
reset_inst.U3.q,21
B0_inst.U4.q,4
fsm_inst.state,3
B1_inst.U4.q,4
Digital,7
B0_inst.U3.q,21
B1_inst.U5.state,4
reset_inst.U4.q,4
B1_inst.U3.q,21
reset_inst.U5.state,4
B0_inst.U5.state,4
## cells by family after synthesis
group | count (synthesis)
AND/OR/NAND/NOR | 225
flip-flops | 112
AND-OR/OR-AND | 81
XOR/XNOR | 44
buffers and inverters | 31
adder cells (fa/ha/maj) | 14
multiplexers | 11
other | 1
## worst min-delay path by stage
| stage | from | to | cells after the start |
|---|---|---|---|
| after global routing | B0_inst.U1.q | B0_inst.U2.q | 0 |
| final | B0_inst.U1.q | B0_inst.U2.q | 0 |
| after CTS | B0_inst.U1.q | B0_inst.U2.q | 0 |
## cell usage in the layout, fill, tap and decap left out, drive strengths merged, types with 3 or more instances in the layout
| cell type | Yosys | routed |
|---|---|---|
| nor4b | 5 | 5 |
| nand4b | 5 | 5 |
| nor4 | 8 | 8 |
| o21ai | 17 | 17 |
| bufinv | 0 | 3 |
| mux2 | 9 | 9 |
| or2 | 5 | 5 |
| dfxtp | 109 | 109 |
| edfxtp | 3 | 3 |
| o32ai | 4 | 4 |
| nand2b | 13 | 13 |
| a21oi | 25 | 25 |
| o31ai | 13 | 13 |
| nand3 | 26 | 26 |
| xor2 | 21 | 21 |
| and4 | 8 | 8 |
| o22ai | 4 | 4 |
| a221o | 3 | 3 |
| nor2b | 12 | 12 |
| nor2 | 45 | 45 |
| and3 | 4 | 4 |
| nor3 | 10 | 10 |
| clkdlybuf4s50 | 0 | 12 |
| inv | 17 | 17 |
| ha | 14 | 14 |
| or4 | 14 | 14 |
| xnor2 | 23 | 23 |
| nand4 | 16 | 16 |
| nand3b | 4 | 4 |
| nand2 | 32 | 32 |
| clkbuf | 12 | 13 |
| or3 | 8 | 8 |
| a22oi | 6 | 6 |
| a211o | 3 | 3 |
## final cells by class
type	count	area (um2)
clock inverter	3	90.1
fill	1544	10300
clock buffer	13	250
timing repair buffer	14	135
inverter	17	63.8
tap	216	270
multi-input combinational	376	2460
sequential	112	2270
## per-layer routing
layer	wire (um)	track usage [%]	share of wire, %	up-vias
li1	-	-	-	1895
met1	4340	15.4	52	1686
met2	3620	16.9	44	52
met3	231	1.60	2.8	9
met4	119	1.59	1.4	0
met5	0	0	0	-
Power figures rest on the tool's default switching activity, not on a simulated workload.
